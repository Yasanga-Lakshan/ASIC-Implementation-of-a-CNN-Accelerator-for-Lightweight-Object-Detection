==> /design/flow/design.v <==
module conv2d_core #(parameter DATA_WIDTH = 8)(
    input logic clk,
    input logic rst,
    input logic [DATA_WIDTH-1:0] input_window [0:8],
    input logic [DATA_WIDTH-1:0] weights [0:8],
    output logic signed [2*DATA_WIDTH-1:0] conv_out
);
    logic signed [2*DATA_WIDTH-1:0] acc, acc_next;
    always_comb begin
        acc_next = 0;
        for (int i = 0; i < 9; i++) begin
            acc_next += $signed(input_window[i]) * $signed(weights[i]);
        end
    end
    always_ff @(posedge clk or posedge rst) begin
        if (rst)
            acc <= 0;
        else
            acc <= acc_next;
    end
    assign conv_out = acc;
endmodule
==> /design/flow/run.sh <==
#!/bin/bash
# OpenROAD 26Q1-2900-gdf79404cd8, Yosys 0.63+post, stock flow scripts
make -C /OpenROAD-flow-scripts/flow DESIGN_CONFIG=/design/flow/config.mk WORK_HOME=/design/flow/orfs finish
==> /design/flow/config.mk <==
export PLATFORM = sky130hd
export DESIGN_NAME = conv2d_core
export DESIGN_NICKNAME = conv2d_core
export VERILOG_FILES = /design/flow/design.v
export SDC_FILE = /design/flow/constraint.sdc
export NUM_CORES = 4
export LEC_CHECK = 1
export CORE_UTILIZATION = 40
export SYNTH_HDL_FRONTEND = slang
==> /design/flow/constraint.sdc <==
current_design conv2d_core

set clk_period 1.0
set clk_io_pct 0.2

create_clock -name clk0 -period $clk_period [get_ports {clk}]

set non_clock_inputs [all_inputs -no_clocks]
set_input_delay [expr $clk_period * $clk_io_pct] -clock clk0 $non_clock_inputs
set_output_delay [expr $clk_period * $clk_io_pct] -clock clk0 [all_outputs]
==> results_slide.txt <==
Physical Implementation Snapshot

Cells and area
  – Top cells excl fill/tap: 725 x inv_1, 635 x fa_1, 274 x buf_4
  – Filler cells: 5215
  – Share of cells above drive strength 1: 25.40%
  – Area delta synth->final: 26.23%
  – Largest register FFs: 16
  – Highest-count logic cell in the final layout: inv_1

Place
  – Placer Congestion: 0.9418
  – Port bufs: 161
  – Detailed placement HPWL: between 50000 and 60000 um
  – Pre-CTS setup slack: -7056 ps

Clock network
  – Clk sinks: 16
  – CTS tree: yes
  – Max Root-Sink Buffers: 2
  – Clock Pin Slew Worst Setup and Hold Paths: roughly 50 ps
  – Num CTS Buffers: 3
  – Root buf cell: clkbuf_16
  – H-tree levels: 1

Global routing
  – Vias in the first global route: 18833
  – Pin count of the biggest net entering global routing: 17
  – Initial antenna violation count: 6
  – Grt total ovfl: 0
  – Global-route usage over all layers: 24.71%
  – First-pass GRT wire length: 104300 um

Timing
  – Period minus WS final: roughly 7100 ps
  – Final tally of setup violations: 16
  – Final Max Tran Viols: 0
  – Worst Setup Slack, final: -6143 ps
  – Final TNS setup: -79780 ps
  – Hold Vio Cnt, Final: 0
  – Final period utilization: 714.3%
  – Peak Freq: 140.0 MHz
  – Worst slew pin tran: slightly below 400 ps
  – Unrepaired setup endpoints after global routing: yes
  – Slew margin rel.: about three quarters

Route
  – DRT iter0 DRCs: between 500 and 600
  – Residual DRC: 0
  – TritonRoute pass-1 iters: 7
  – Wire per inst: 17.28 um
  – Final WL: 63620 um
  – Via Count: 16388
  – Routed Antenna Nets: 0
  – Vias per cell: 4.452

Critical path
  – Critical path buffer and inverter count: 5
  – CP endpoint kind: flip-flop
  – Critical path required time: between 1000 and 1500 ps
  – Crit. path cell count: 24
  – Max stage delay cell, worst path: fa_1
  – Critical path class: in2reg
  – CP top delay family: adder cells
  – Critical Path AT: between 7000 and 8000 ps
  – Type of origin of the critical path: input port
  – Max FO, Critical Path: 6
  – Max incr delay on CP: 610 ps
  – Most used cell, CP: fa_1
  – Cells along the critical path: dlygate4sd2_1 > buf_4 > nand2b_1 > fa_1 > inv_1 > fa_1 > fa_1 > fa_1 > inv_1 > fa_1 > fa_1 > fa_1 > fa_1 > fa_1 > fa_2 > xor2_2 > xnor2_1 > xnor2_1 > xnor2_1 > xnor2_1 > xnor2_1 > xnor2_1 > buf_4 > xnor2_1

Logic synthesis
  – Number of cells in Yosys stat: about 2400
  – Syn Area/Cell: 9.848 um2
  – Cell Area, Synth: 23580 um2
  – Synth cell types: 26
  – Post-synth regs: 16
  – YS chip area: 23580 um2
  – Mapped Cells: 2394
  – Yosys warning total: 0
  – Seq share, synth: 1.698%

Min path
  – Hold Crit Class: in2async

Die
  – Top Ports: approximately 160
  – Die W: about 240 um
  – Row count: around 88
  – Chip footprint: ~60000 um2
  – DIE HEIGHT: between 200 and 250 um
  – Init Core Util: 40.71%
  – Core area: 57920 um2

Run status
  – Violations in the final reports: setup timing
  – Status: finished with violations

Job
  – Number of logged tool warnings: 31
  – Max cap viols: 0
[logic make-up after synthesis]
logic type	share of synthesized area (%)
AND-OR/OR-AND	0.6794
XOR/XNOR	3.121
adder cells (fa/ha/maj)	68.27
buffers and inverters	12.79
flip-flops	1.698
AND/OR/NAND/NOR	13.44
[through the flow]
step	utilization [%]	instance area (um2)	hold slack [ps]	cells
floorplan	-	23830	113.7	2394
global placement	49.51	28680	585.1	3614
detailed placement	49.51	28680	591.8	3614
CTS	51.07	29580	327.4	3669
global route	51.38	29760	347.4	3680
finish	51.38	29760	298.9	3681
[synth_stat cells, drive strengths merged]
cell	instances	area share [%]
o221ai	2	0.074
a21o	2	0.064
a21boi	2	0.064
o21a	1	0.032
a21oi	4	0.085
nand2b	36	0.96
a211oi	1	0.032
or2	1	0.027
nand2	197	3.1
nor2	18	0.29
fa	689	59
inv	803	13
and2	310	8.2
or3	1	0.027
nor3	1	0.021
nand3	1	0.021
dfrtp	16	1.7
ha	184	9.8
o2111a	1	0.048
nor2b	26	0.69
nor4	2	0.053
xor2	9	0.33
o31ai	1	0.032
xnor2	75	2.8
o311ai	1	0.037
o21ai	10	0.21
[cell type report]
cell class | instances | area (um2) | share of cell area [%]
tap | 765 | 957.2 | 3.216
multi-input combinational | 1575 | 21060 | 70.77
clock buffer | 4 | 88.84 | 0.2985
timing repair buffer | 515 | 4224 | 14.19
sequential | 16 | 400.4 | 1.345
inverter | 803 | 3022 | 10.15
antenna | 3 | 7.507 | 0.02523
[timing repair]
action	CTS	global route
resized	600	262
pin swaps	200	143
setup buffers	53	16
endpoints found under the setup margin	32	17
hold buffers	0	0
[routing by layer]
layer / up-vias / global-route usage (%) / part of all wire (%)
li1: 7680 / - / -
met1: 8173 / 38.69 / 44
met2: 495 / 36.60 / 46
met3: 36 / 9.019 / 9.0
met4: 4 / 1.342 / 1.0
met5: - / 2.859 / 0.28
[final timing paths]
check                      slack, ps        startpoint      endpoint
min in group clk0                790        weights[8]   conv_out[0]
max in group asynchronous        570               rst  conv_out[15]
min                              300               rst   conv_out[0]
max                            -6140  input_window[38]  conv_out[15]
