==> flow/design.v <==
module input_buffer #(parameter DATA_WIDTH = 8, parameter SIZE = 64)(
    input logic clk,
    input logic rst,
    input logic write_en,
    input logic [DATA_WIDTH-1:0] data_in,
    output logic [DATA_WIDTH-1:0] data_out,
    input logic [$clog2(SIZE)-1:0] read_addr,
    input logic [$clog2(SIZE)-1:0] write_addr
);
    logic [DATA_WIDTH-1:0] buffer [0:SIZE-1];
    always_ff @(posedge clk or posedge rst) begin
        if (rst)
            for (int i = 0; i < SIZE; i++) buffer[i] <= 0;
        else if (write_en)
            buffer[write_addr] <= data_in;
    end
    assign data_out = buffer[read_addr];
endmodule
==> flow/run.sh <==
#!/bin/bash
# OpenROAD 26Q1-2900-gdf79404cd8, Yosys 0.63+post, stock flow scripts
make -C /OpenROAD-flow-scripts/flow DESIGN_CONFIG=/design/flow/config.mk WORK_HOME=/design/flow/orfs finish
==> flow/config.mk <==
export PLATFORM = sky130hd
export DESIGN_NAME = input_buffer
export DESIGN_NICKNAME = input_buffer
export VERILOG_FILES = /design/flow/design.v
export SDC_FILE = /design/flow/constraint.sdc
export NUM_CORES = 4
export LEC_CHECK = 1
export CORE_UTILIZATION = 50
export SYNTH_HDL_FRONTEND = slang
==> flow/constraint.sdc <==
current_design input_buffer

set clk_period 4.6
set clk_io_pct 0.2

create_clock -name clk0 -period $clk_period [get_ports {clk}]

set non_clock_inputs [all_inputs -no_clocks]
set_input_delay [expr $clk_period * $clk_io_pct] -clock clk0 $non_clock_inputs
set_output_delay [expr $clk_period * $clk_io_pct] -clock clk0 [all_outputs]
==> metrics.txt <==
# HELP chip_impl_metric Flow report values
# TYPE chip_impl_metric gauge
chip_impl_metric{name="globalRouteOverflowTotal",unit=""} 0
chip_impl_metric{name="post_route_cells_drive_above_1_share",unit=""} 0.5275
chip_impl_metric{name="count_of_hold_buffers_inserted_by_post_cts_repair",unit=""} 0
chip_impl_info{name="regMostFlops",value="buffer"} 1
chip_impl_info{name="critical_path_s_most_frequent_cell",value="sky130_fd_sc_hd__clkdlybuf4s50_1"} 1
chip_impl_metric{name="synth-cells-yosys",unit=""} 1508
chip_impl_info{name="cp_top_family",value="buffers and inverters"} 1
chip_impl_metric{name="clock_power_share",unit=""} 0.389
chip_impl_metric{name="post_synth_inst_count",unit=""} 1508
chip_impl_metric{name="fp_util",unit=""} 0.5051
chip_impl_metric{name="post_synth_num_cell_types",unit=""} 41
chip_impl_metric{name="clock_input_transition_at_the_sequential_cells_of_the_worst_setup_and_hold_paths",unit="ps"} 60
chip_impl_metric{name="worst-endpoint-arrival",unit="ps"} 3590
chip_impl_info{name="crit_chain",value="clkdlybuf4s50_1, buf_12, nor2b_1, nand2_1, o221ai_1, a21oi_1, a32o_1, clkdlybuf4s50_1"} 1
chip_impl_info{name="status",value="complete, no violations"} 1
chip_impl_metric{name="die_x",unit="microns"} 218.6
chip_impl_info{name="rsz0062_at_grt",value="false"} 1
chip_impl_metric{name="number_of_antenna_violations_at_the_first_check_in_global_routing",unit=""} 2
chip_impl_metric{name="first_drt_iteration_drcs",unit=""} 763
chip_impl_metric{name="fin_cells",unit=""} 2209
chip_impl_metric{name="sequentialPowerShare",unit=""} 0.478
chip_impl_metric{name="async_reset_ff_frac",unit=""} 1.000
chip_impl_metric{name="timing.clock.skew",unit="ps"} 0
chip_impl_metric{name="place_hpwl",unit="mm"} 37.82
chip_impl_metric{name="vias",unit=""} 13442
chip_impl_metric{name="cp.required",unit="ps"} 3680
chip_impl_metric{name="power_per_cell_area",unit="mW/mm^2"} 424.0
chip_impl_metric{name="ys_warn_count",unit=""} 0
chip_impl_metric{name="io_buffer_count",unit=""} 30
chip_impl_metric{name="grt_start_max_net_pins",unit=""} 106
chip_impl_metric{name="share_of_the_clock_period_used_by_the_worst_path",unit=""} 0.9809
chip_impl_metric{name="slowest_delay",unit="ps"} 460
chip_impl_metric{name="totalWireLength",unit="mm"} 58.26
chip_impl_metric{name="detail_route.first_pass.iterations",unit=""} 4
chip_impl_metric{name="synthDominantCellAreaShare",unit=""} 0.5460
chip_impl_metric{name="post-route-drc-count",unit=""} 0
chip_impl_info{name="kind_of_critical_path",value="input port to primary output"} 1
chip_impl_metric{name="vdd_drop_max",unit="mV"} 0.3211
chip_impl_info{name="cts_root_buf",value="sky130_fd_sc_hd__clkbuf_16"} 1
chip_impl_metric{name="power_dissipated_by_switching_net_loads",unit="mW"} 2.709
chip_impl_metric{name="enable_flop_cells",unit=""} 0
chip_impl_metric{name="synthesis.area_per_instance",unit="sq um"} 15.56
chip_impl_metric{name="clock_latency",unit="ps"} 590
chip_impl_metric{name="sw_frac_of_total",unit=""} 0.2412
chip_impl_metric{name="layout.core_utilization",unit=""} 0.5701
chip_impl_metric{name="final-setup-viol-count",unit=""} 0
chip_impl_metric{name="mappedNetlistArea",unit="sq mm"} 0.02346
chip_impl_metric{name="dp_cells",unit=""} 2108
chip_impl_metric{name="grt_usage",unit=""} 0.2754
chip_impl_metric{name="fin_setup_tns",unit="ps"} 0
chip_impl_metric{name="internal_power",unit="mW"} 8.521
chip_impl_metric{name="largest_register_ff_count",unit=""} 512
chip_impl_metric{name="synth_seq_share",unit=""} 0.5460
chip_impl_metric{name="transition_time_at_the_pin_with_the_least_slew_margin",unit="ps"} 916.4
chip_impl_metric{name="die-height",unit="microns"} 218.6
chip_impl_metric{name="yosys_area",unit="sq mm"} 0.02346
chip_impl_metric{name="routed_length_per_placed_instance",unit="microns"} 26.37
chip_impl_metric{name="drt.antenna.violating_nets",unit=""} 0
chip_impl_metric{name="met1Wirelength",unit="mm"} 24.86
chip_impl_metric{name="cp_max_fo",unit=""} 23
chip_impl_metric{name="grt_first_pass_wirelength",unit="mm"} 90.63
chip_impl_info{name="worst_setup_path_start_kind",value="input port"} 1
chip_impl_info{name="ys_dominant_reg_cell",value="sky130_fd_sc_hd__dfrtp_1"} 1
chip_impl_metric{name="path_buffers",unit=""} 3
chip_impl_metric{name="synth_flop_count",unit=""} 512
chip_impl_metric{name="cts_made_buffers",unit=""} 56
chip_impl_metric{name="grt_pass1_vias",unit=""} 14296
chip_impl_metric{name="cts.htree.levels",unit=""} 2
chip_impl_metric{name="clkSinkCount",unit=""} 512
chip_impl_metric{name="core.rowCount",unit=""} 79
chip_impl_metric{name="slew-limit-headroom",unit=""} 0.3858
chip_impl_metric{name="maxCapViolCount",unit=""} 0
chip_impl_info{name="top_regs",value="buffer x512"} 1
chip_impl_metric{name="hold_viol",unit=""} 0
chip_impl_metric{name="fmax",unit="GHz"} 0.2216
chip_impl_metric{name="met3_wirelength",unit="mm"} 4.386
chip_impl_info{name="critical_path.endpoint_type",value="primary output"} 1
chip_impl_info{name="tritoncts",value="yes"} 1
chip_impl_metric{name="met2RoutedLength",unit="mm"} 27.09
chip_impl_info{name="critical_path.slowest_cell",value="sky130_fd_sc_hd__o221ai_1"} 1
chip_impl_info{name="worst_hold_path_type",value="register to register"} 1
chip_impl_metric{name="number_of_antenna_diodes",unit=""} 0
chip_impl_metric{name="cts_max_path_buffers",unit=""} 3
chip_impl_metric{name="avgViaCountPerCell",unit=""} 6.085
chip_impl_metric{name="maxSlewViolCount",unit=""} 0
chip_impl_metric{name="stage_log_warnings",unit=""} 28
chip_impl_info{name="netlist.top_cell.by_area",value="sky130_fd_sc_hd__dfrtp_1"} 1
chip_impl_info{name="synthTopCellsByArea",value="sky130_fd_sc_hd__dfrtp_1, sky130_fd_sc_hd__mux2_2, sky130_fd_sc_hd__mux4_2"} 1
chip_impl_metric{name="finalWeightedCongestion",unit=""} 0.8986
chip_impl_metric{name="period_minus_slack",unit="ps"} 4512
chip_impl_metric{name="design.portCount",unit=""} 31
chip_impl_metric{name="area_growth",unit="%"} 12.87
chip_impl_metric{name="combinationalPowerShare",unit=""} 0.134
chip_impl_metric{name="fp.dieArea",unit="sq mm"} 0.04780
chip_impl_metric{name="cellLeakagePower",unit="nW"} 12.17
chip_impl_metric{name="coreArea",unit="sq mm"} 0.04646
chip_impl_info{name="route.top_layer_used",value="met5"} 1
-- final timing paths --
| check | from | end | slack [ps] | cells after the start |
|---|---|---|---|---|
| setup / recovery | read_addr[4] | data_out[3] | 90 | 8 |
| setup reg to reg | buffer[37]$_DFFE_PP0P_ | buffer[37]$_DFFE_PP0P_ | 3830 | 1 |
| max in group asynchronous | rst | buffer[271]$_DFFE_PP0P_ | 2590 | 4 |
| min in group asynchronous | rst | buffer[478]$_DFFE_PP0P_ | 800 | 2 |
| hold reg to reg | buffer[204]$_DFFE_PP0P_ | buffer[204]$_DFFE_PP0P_ | 500 | 1 |
| hold / removal | buffer[204]$_DFFE_PP0P_ | buffer[204]$_DFFE_PP0P_ | 500 | 1 |
-- cell usage in the layout (no fill, tap or decap), types with 3 or more instances in the layout --
| cell | n |
|---|---|
| sky130_fd_sc_hd__nor4_1 | 5 |
| sky130_fd_sc_hd__o21ai_1 | 5 |
| sky130_fd_sc_hd__buf_12 | 12 |
| sky130_fd_sc_hd__buf_4 | 65 |
| sky130_fd_sc_hd__dfrtp_1 | 512 |
| sky130_fd_sc_hd__o21ai_0 | 7 |
| sky130_fd_sc_hd__mux2_2 | 513 |
| sky130_fd_sc_hd__buf_2 | 9 |
| sky130_fd_sc_hd__a211oi_1 | 5 |
| sky130_fd_sc_hd__mux4_2 | 128 |
| sky130_fd_sc_hd__nor3_1 | 4 |
| sky130_fd_sc_hd__nor2b_1 | 10 |
| sky130_fd_sc_hd__mux2i_1 | 20 |
| sky130_fd_sc_hd__clkbuf_1 | 17 |
| sky130_fd_sc_hd__nand2b_1 | 8 |
| sky130_fd_sc_hd__o22ai_1 | 15 |
| sky130_fd_sc_hd__clkdlybuf4s50_1 | 18 |
| sky130_fd_sc_hd__clkinv_2 | 12 |
| sky130_fd_sc_hd__clkbuf_8 | 14 |
| sky130_fd_sc_hd__a221oi_1 | 6 |
| sky130_fd_sc_hd__or3b_2 | 3 |
| sky130_fd_sc_hd__a21oi_1 | 7 |
| sky130_fd_sc_hd__nor3_2 | 4 |
| sky130_fd_sc_hd__a32o_1 | 5 |
| sky130_fd_sc_hd__nor2_2 | 21 |
| sky130_fd_sc_hd__nand3_1 | 11 |
| sky130_fd_sc_hd__nand2_1 | 45 |
| sky130_fd_sc_hd__nor2_1 | 28 |
| sky130_fd_sc_hd__o221ai_1 | 10 |
| sky130_fd_sc_hd__clkbuf_16 | 57 |
-- layout make-up --
| class | instances | area, sq um |
|---|---|---|
| clock buffers | 87 | 1669 |
| clock inverters | 14 | 120.1 |
| fillers | 3675 | 19970 |
| inverters | 1 | 7.507 |
| multi-input cells | 881 | 10130 |
| flip-flops and latches | 512 | 12810 |
| well taps | 607 | 759.5 |
| repair buffers | 107 | 987.2 |
-- what timing repair did --
item / 4_1_cts / 5_1_grt
setup endpoints to repair: 1 / 1
resized: 1 / 1
setup buffers: 0 / 0
-- cell usage after synthesis (3+ instances only) --
library cell and count:
sky130_fd_sc_hd__o221ai_1 10, sky130_fd_sc_hd__buf_4 3, sky130_fd_sc_hd__nor2b_1 10, sky130_fd_sc_hd__or3b_2 3, sky130_fd_sc_hd__o22ai_1 15, sky130_fd_sc_hd__nor4_1 6, sky130_fd_sc_hd__a21oi_1 7, sky130_fd_sc_hd__mux4_2 128
sky130_fd_sc_hd__mux2_2 513, sky130_fd_sc_hd__buf_1 18, sky130_fd_sc_hd__mux2i_1 20, sky130_fd_sc_hd__nor2_1 28, sky130_fd_sc_hd__buf_6 7, sky130_fd_sc_hd__nor2_2 21, sky130_fd_sc_hd__nand2b_1 8, sky130_fd_sc_hd__a211oi_1 5
sky130_fd_sc_hd__nand2_1 45, sky130_fd_sc_hd__a32o_1 5, sky130_fd_sc_hd__dfrtp_1 512, sky130_fd_sc_hd__clkbuf_1 59, sky130_fd_sc_hd__nor3_1 4, sky130_fd_sc_hd__buf_2 27, sky130_fd_sc_hd__o21ai_1 5, sky130_fd_sc_hd__a221oi_1 6
sky130_fd_sc_hd__nand3_1 11, sky130_fd_sc_hd__o21ai_0 7, sky130_fd_sc_hd__nor3_2 4
-- power groups by stage --
stage                 combinational [mW]  sequential [mW]  clock [mW]
final                               1.50             5.37        4.36
after CTS                           1.52             5.37        4.47
after global routing                1.62             5.45        4.63
-- logic make-up (layout without fill, tap and decap cells) --
| logic type | Yosys count | count (layout) | share of synthesized area |
|---|---|---|---|
| mux | 661 | 661 | 0.3776 |
| flops | 512 | 512 | 0.5460 |
| simple gates | 155 | 155 | 0.03418 |
| buf+inv | 115 | 209 | 0.02256 |
| compound gates | 65 | 65 | 0.01962 |
-- metal layers --
layer  global-route usage  vias up
met5             0.006250        -
met4              0.07179        4
met3              0.08728      109
met2               0.3951      351
met1               0.4365     7215
li1                     -     5763
-- metrics by stage --
stage | setup slack (ps) | hold WS [ps] | power (mW) | cell area [sq um]
2_1_floorplan | -3272 | 473.9 | 6.475 | 23470
4_1_cts | 121.0 | 500.7 | 11.36 | 26480
5_1_grt | 19.18 | 508.8 | 11.70 | 26480
3_5_place_dp | -14.34 | 487.4 | 6.956 | 24690
6_report | 87.91 | 499.6 | 11.23 | 26480
3_3_place_gp | 6.734 | 481.9 | 6.911 | 24690
Power is estimated from default activity; no workload was simulated.
