--- flow/run.sh ---
#!/bin/bash
# OpenROAD 26Q1-2900-gdf79404cd8, Yosys 0.63+post, stock flow scripts
make -C /OpenROAD-flow-scripts/flow DESIGN_CONFIG=/design/flow/config.mk WORK_HOME=/design/flow/orfs finish
--- flow/config.mk ---
export PLATFORM = sky130hd
export DESIGN_NAME = weight_buffer
export DESIGN_NICKNAME = weight_buffer
export VERILOG_FILES = /design/flow/design.v
export SDC_FILE = /design/flow/constraint.sdc
export NUM_CORES = 4
export LEC_CHECK = 1
export CORE_UTILIZATION = 50
export SYNTH_HDL_FRONTEND = slang
--- flow/constraint.sdc ---
current_design weight_buffer

set clk_period 1.5
set clk_io_pct 0.2

create_clock -name clk0 -period $clk_period [get_ports {clk}]

set non_clock_inputs [all_inputs -no_clocks]
set_input_delay [expr $clk_period * $clk_io_pct] -clock clk0 $non_clock_inputs
set_output_delay [expr $clk_period * $clk_io_pct] -clock clk0 [all_outputs]
--- flow/design.v ---
module weight_buffer #(parameter DATA_WIDTH = 8, parameter SIZE = 9)(
    input logic clk,
    input logic rst,
    input logic write_en,
    input logic [DATA_WIDTH-1:0] data_in,
    input logic [$clog2(SIZE)-1:0] write_addr,
    output logic [DATA_WIDTH-1:0] weights [0:SIZE-1]
);
    logic [DATA_WIDTH-1:0] buffer [0:SIZE-1];
    always_ff @(posedge clk or posedge rst) begin
        if (rst)
            for (int i = 0; i < SIZE; i++) buffer[i] <= 0;
        else if (write_en)
            buffer[write_addr] <= data_in;
    end
    assign weights = buffer;
endmodule
==> results_slide.txt <==
Flow Results at a Glance

Yosys
  – Synthesized cell area: around 2800 sq um
  – Synth unique cells: 15
  – Ys cells: roughly 160
  – Registers, synthesis: around 70
  – Yosys warns: 0
  – Simple Share, Synth: 0.0534
  – Seq share, synth: 0.646
  – MUX share of area: 0.291
  – Dominant combinational family: multiplexers
  – Yosys adder share: 0
  – Post-Synth XOR/XNOR Area: 0
  – Yosys synthesis chip area: roughly 2800 sq um
  – Compound Share, Synth: 0
  – Post-synthesis average cell area: between 15 and 20 sq um
  – Post-Syn Instances: roughly 160

Drt
  – Total DRC errors in the routed layout: 0
  – Via Count: 1768
  – Mean routed wirelength per cell: between 15 and 20 microns
  – 1st-iter DRT viols: around 81
  – Drt first pass iters: 6
  – Mean number of vias per cell: between 5 and 6
  – Ant diodes: 0
  – Total Wirelength: between 6000 and 7000 microns
  – Post-route ant nets: 0

Global routing
  – GR Util All Layers: 0.230
  – Vias in the first global route: approximately 1.8k
  – First-pass GRT wire length: 9770 microns
  – Overflow after GRT: 0
  – Initial antenna violation count: 0
  – Pin count of the biggest net entering global routing: about 73

Placed design
  – Gpl congestion: 0.798
  – Port buffer count: approximately 86
  – Placed Cells: 328
  – Hpwl dp: between 4000 and 5000 microns
  – Setup slack at placement: -451 ps

Finish
  – Max reg flops: approximately 70
  – Layout cells sized above 1: 0.423
  – Final Util: 0.789
  – Top Layout Cells: mux2_2, dfrtp_1, clkdlybuf4s50_1
  – Area Overhead vs Synth: 48.3%
  – Non-Filler Instances: 349
  – Filler cell count: between 300 and 400

Clock network
  – CTS Buffer Depth: 2
  – Clock Latency Late Sink: ~320 ps
  – TritonCTS Buffers: 9
  – CTS tree: done
  – Hold-fix buffers, CTS: 0
  – H-tree levels: 3
  – Clock transition at the registers of the reported paths: about 70 ps
  – CTS root buffer: clkbuf_8
  – Sink Count: about 70

Outcome
  – Run status: complete, no violations

Worst setup path
  – Crit-path max cell delay: about 490 ps
  – Crit Path Category: reg2out
  – CP startpoint kind: flip-flop
  – Max FO, Critical Path: 2
  – CP Cell Sequence: clkdlybuf4s50_1
  – Crit path buf inv count: 1
  – Crit path DRT: 1200 ps
  – Critical path's slowest cell: clkdlybuf4s50_1
  – Worst EP arrival: roughly 1200 ps
  – CP Capture Type: output port
  – CP delay by family, top: buffers and inverters

Timing
  – Setup slack after layout: around 25 ps
  – Fin crit share: 0.984
  – Relative slew margins: 0.656
  – Setup TNS: 0 ps
  – Count of final max-slew check failures: 0
  – Max Clk Rate: between 600 and 700 MHz
  – # setup viols final: 0
  – Slew @ Worst Pin: about 510 ps
  – Min Clock Period, post-route: between 1000 and 1500 ps
  – Clock skew: 0 ps
  – Final Hold Viols: 0

Pwr
  – Max IR drop VDD: 0.000969 V
  – Leak pwr: 0.00197 uW
  – PnR Total Power: approximately 5300 uW
  – Power Dens Cells: approximately 1300 nW/um^2

Floorplanning
  – Die Area: a little under 6000 sq um
  – Die extent in x: 76.7 microns
  – I/O pin cnt: 87
  – Core ar.: between 5000 and 6000 sq um
  – Die Ht: between 70 and 80 microns
  – FP Util: 0.532
  – FP Rows: 26

Hold path
  – Hold Path Class: in2async

Run
  – OpenROAD warnings: 26
  – Max cap viols: 0
final timing paths:
kind / cells past startpoint / to / from / slack (ps)
worst max-delay path: 1 / weights[70] / weights[70]$_DFFE_PP0P_ / 20
worst min-delay path: 3 / weights[5]$_DFFE_PP0P_ / rst / 430
worst max register to register: 3 / weights[63]$_DFFE_PP0P_ / weights[63]$_DFFE_PP0P_ / 500
worst min register to register: 1 / weights[21]$_DFFE_PP0P_ / weights[21]$_DFFE_PP0P_ / 500
max in group asynchronous: 3 / weights[41]$_DFFE_PP0P_ / rst / 790
min in group clk0: 1 / weights[21]$_DFFE_PP0P_ / weights[21]$_DFFE_PP0P_ / 500
cell usage after synthesis:
cell type | n | area, sq um
and3_1 | 1 | 6.26
nand4b_2 | 1 | 15.0
nand3b_2 | 2 | 22.5
nand2_2 | 1 | 6.26
dfrtp_1 | 72 | 1800
nand3b_4 | 1 | 20.0
buf_2 | 2 | 10.0
inv_1 | 1 | 3.75
nand2_1 | 1 | 3.75
nand2b_1 | 1 | 6.26
buf_4 | 1 | 7.51
nor3b_4 | 3 | 56.3
nor2_2 | 2 | 12.5
clkbuf_2 | 1 | 5.00
mux2_2 | 72 | 811
layout make-up:
cell class,instances,area [sq um],share of cell area
Clock inverter,6,35.0,0.00847
Clock buffer,10,138,0.0333
Timing Repair Buffer,105,1100,0.265
Sequential cell,72,1800,0.436
Inverter,1,7.51,0.00182
Tap cell,70,87.6,0.0212
Multi-Input combinational cell,85,968,0.234
per-layer routing:
layer	wire, microns	part of all wire	vias to the layer above	GRT usage
li1	-	-	801	-
met1	2990	0.48	905	0.397
met2	2880	0.46	56	0.335
met3	292	0.047	6	0.0459
met4	48	0.0077	0	0.0365
met5	0	0	-	0
per-stage QoR:
stage          hold slack [ps]  cell area (sq um)
6_report                   432               4130
5_1_grt                    465               4130
4_1_cts                    424               4070
3_5_place_dp               491               3880
3_3_place_gp               487               3880
2_1_floorplan              450               2790
worst register-to-register path, delay by kind of cell, from the launching register on:
family / cells / cell delay (ps)
muxes: 1 / 260
DFF: 1 / 390
buffers and inverters: 2 / 240
power breakdown:
part	switching, uW	total (uW)	internal [uW]	leakage [uW]
clock	668	1300	632	0.0000878
sequential	234	2630	2390	0.000883
combinational	288	1390	1110	0.000995
total	1190	5320	4130	0.00197
kinds of logic (layout without fill, tap and decap cells):
group | count (synthesis) | count (layout)
multiplexers | 72 | 72
flip-flops | 72 | 72
AND/OR/NAND/NOR | 13 | 13
buffers and inverters | 5 | 122
timing repair:
action	in CTS	in global routing
setup buffers	1	4
pin swaps	1	0
resized	5	14
endpoints found under the setup margin	57	54
Power figures rest on the tool's default switching activity, not on a simulated workload.
